`flow/run.sh`:
```
#!/bin/bash
# OpenROAD 26Q1-2900-gdf79404cd8, Yosys 0.63+post, stock flow scripts
make -C /OpenROAD-flow-scripts/flow DESIGN_CONFIG=/design/flow/config.mk WORK_HOME=/design/flow/orfs finish
```
`flow/config.mk`:
```
export PLATFORM = sky130hd
export DESIGN_NAME = uart_rx
export DESIGN_NICKNAME = uart_rx
export VERILOG_FILES = /design/flow/design.v
export SDC_FILE = /design/flow/constraint.sdc
export NUM_CORES = 4
export LEC_CHECK = 1
export CORE_AREA = 10 10 114 114
export DIE_AREA = 0 0 124 124
```
`flow/constraint.sdc`:
```
current_design uart_rx

set clk_period 4.2
set clk_io_pct 0.2

create_clock -name clk0 -period $clk_period [get_ports {clk}]

set non_clock_inputs [all_inputs -no_clocks]
set_input_delay [expr $clk_period * $clk_io_pct] -clock clk0 $non_clock_inputs
set_output_delay [expr $clk_period * $clk_io_pct] -clock clk0 [all_outputs]
```
`flow/design.v`:
```
module uart_rx (
    input clk,
    input rst,
    input rx,
    input tick,
    output reg [7:0] rx_data,
    output reg rx_done
);
    reg [3:0] bit_index;
    reg [7:0] data_reg;
    reg [1:0] state;
    always @(posedge clk or posedge rst) begin
        if (rst) begin
            bit_index <= 0;
            data_reg <= 0;
            rx_data <= 0;
            rx_done <= 0;
            state <= 0;
        end else begin
            rx_done <= 0;
            case(state)
                0: begin  
                    if (~rx) state <= 1;
                end
                1: begin  
                    if (tick) begin
                        data_reg[bit_index] <= rx;
                        bit_index <= bit_index + 1;
                        if (bit_index == 7) begin
                            state <= 2;
                            bit_index <= 0;
                        end
                    end
                end
                2: begin  
                    if (tick) begin
                        rx_data <= data_reg;
                        rx_done <= 1;
                        state <= 0;
                    end
                end
            endcase
        end
    end
endmodule
```
==> flow_metrics.py <==
# Metrics from the implementation run
metrics = {
    "status": {
        "outcome": "completed",
    },
    "sta": {
        "rsz0062_at_grt": "no",
        "fmax_mhz": 439,
        "min_period_over_period_pct": 54.2,
        "hold_viol_final": 0,
        "fin_hold_ws_ns": 0.473,
        "skew_ns": 0.00250,
        "period_needed_ns": 2.28,
        "slew_headroom_pct": 68.9,
        "slew_viol_final": 0,
        "setup_tns_ns": 0,
        "setup_viol": 0,
        "worst_slew_pin_slew_ns": 0.463,
    },
    "critical_path": {
        "max_stage_delay_ns": 0.57,
        "crit_buf_inv": 1,
        "path_max_fanout": 10,
        "crit_slowest_cell": "clkdlybuf4s50_1",
        "required_ns": 4.36,
        "critPathTopFamily": "simple AND/OR/NAND/NOR gates",
        "crit_path_end_kind": "flop",
        "critPathArrivalTime_ns": 2.43,
        "startpoint_type": "primary input",
        "cp_cell_sequence": "clkdlybuf4s50_1 -> nand2_2 -> nor3_1 -> and4_1 -> mux2_2",
        "critical_path_class": "in2reg",
    },
    "place": {
        "place_area_sq_um": 1420,
        "io_buffers": 12,
        "hpwlAfterDp_mm": 1.71,
        "gp_congestion": 0.785,
    },
    "final_layout": {
        "logic_area_sq_um": 493,
        "areaGrowthSynthToFinish_pct": 29.8,
        "most-common-layout-cells": "dfrtp_1, nand2_1, clkdlybuf4s50_1",
        "design_area_sq_um": 1490,
        "layout-drive-gt1-share_pct": 18.9,
        "seq_area_sq_um": 602,
        "fillers": 1164,
        "final_common_cell": "dfrtp_1",
    },
    "floorplan": {
        "core_sq_um": 10400,
        "die.size.x_microns": 124,
        "io_pins": 13,
        "die_height_microns": 124,
        "fp_util_pct": 11.0,
        "rows": 37,
        "dieArea_sq_um": 15400,
    },
    "yosys": {
        "ys_ff": 24,
        "synthesis.area_sq_um": 1140,
        "adder_share_pct": 5.46,
        "avgSynthCellArea_sq_um": 11.8,
        "syn_inst": 97,
        "ys_sh_mux_pct": 10.2,
        "synth_chip_area_sq_um": 1140,
        "ys_cells": 97,
        "topCombFamilyByArea": "simple AND/OR/NAND/NOR gates",
        "ys_seq_share_pct": 52.6,
        "yosys_warnings": 1,
        "synthXorXnorAreaFrac_pct": 1.53,
        "simple_gate_area_share_pct": 16.9,
        "synth.distinct_cells": 26,
        "synthAoiAreaFrac_pct": 8.96,
    },
    "pwr": {
        "power_switching_w": 0.000319,
        "peakVddDrop_v": 0.000363,
        "leakagePower_nw": 0.604,
        "p_int_w": 0.000608,
        "p_seq_share_pct": 42.9,
        "finalPower_w": 0.000928,
        "power_frac_clock_pct": 21.6,
        "combPwrFrac_pct": 35.5,
        "powerDensity_nw_per_um2": 624,
        "switching_share_pct": 34.4,
    },
    "detailed_routing": {
        "via_per_inst": 3.00,
        "antenna_cells": 0,
        "drt-initial-drc-count": 52,
        "wire_per_inst_microns": 9.28,
        "final_antenna_net_count": 0,
        "firstDrtPassIters": 3,
        "drcViolationCount": 0,
        "vias": 740,
        "routed_wl_mm": 2.29,
    },
    "run": {
        "warning_count": 29,
        "maxCapViolations": 0,
    },
    "clock_network": {
        "post_cts_buffers": 0,
        "cts.clk_slew.worst_paths_ns": 0.08,
        "hold_buffers": 0,
        "root_buffer": "clkbuf_8",
        "h-tree-depth": 1,
        "cts_sinks": 24,
        "clk_latency_ns": 0.26,
        "cts_resized": 0,
        "cts_tree": "done",
        "clk_path_buf_depth": 2,
        "cts_inserted_buffers": 3,
    },
    "grt": {
        "grt_max_degree": 25,
        "grt_overflow_total": 0,
        "gr-usage-all-layers_pct": 3.17,
        "grt_pass1_wl_mm": 3.89,
        "grt_pass1_vias": 760,
        "antenna_found_initial": 0,
    },
    "hold_path": {
        "min_path_type": "reg2reg",
    },
}
[layer usage]
layer	part of all wire (%)	routed length (microns)	track usage, %
met5	0	0	0
met4	0.52	12	0.144
met3	4.5	103	1.01
met2	38	881	4.37
met1	56	1290	4.93
[Yosys cell counts]
| cell | number | area share [%] |
|---|---|---|
| nor3_1 | 1 | 0.44 |
| nand2_1 | 14 | 4.6 |
| nor2_2 | 1 | 0.55 |
| nand2_2 | 1 | 0.55 |
| nor4_2 | 1 | 1.1 |
| a21boi_0 | 1 | 0.66 |
| xnor2_1 | 2 | 1.5 |
| and4_1 | 1 | 0.77 |
| or4_1 | 1 | 0.66 |
| nand3_1 | 6 | 2.6 |
| buf_6 | 2 | 2.0 |
| nand4_1 | 1 | 0.55 |
| nor4b_2 | 1 | 1.3 |
| nor2_1 | 2 | 0.66 |
| clkbuf_2 | 1 | 0.44 |
| inv_1 | 6 | 2.0 |
| dfrtp_1 | 23 | 50 |
| o31a_1 | 1 | 0.77 |
| nor4_4 | 1 | 1.9 |
| ha_1 | 5 | 5.5 |
| nand3b_1 | 2 | 1.3 |
| mux2_2 | 9 | 8.9 |
| o21ai_0 | 5 | 2.2 |
| o2bb2ai_1 | 7 | 5.4 |
| dfstp_2 | 1 | 2.3 |
| mux2_4 | 1 | 1.3 |
[kinds of logic after synthesis]
kind of cell,after synthesis
xor gates and xnor gates,2
muxes,10
buffers and inverters,9
and+or+nand+nor,33
AOI/OAI and AO/OA,14
DFF,24
adders and majority gates,5
[cell type report]
type / instances / area share, %
Clock buffer: 3 / 2.78
Clock inverter: 1 / 2.02
Inverter: 6 / 1.52
Multi-Input combinational cell: 64 / 33.2
Sequential cell: 24 / 40.5
Tap cell: 136 / 11.4
Timing Repair Buffer: 13 / 8.59
[worst register-to-register path, cell delays in order, from the launching register on]
cell and delay (ns):
dfrtp_1 0.60, inv_1 0.15, ha_1 0.27, xnor2_1 0.40
nor4b_2 0.41, nand2_1 0.10, o2bb2ai_1 0.13
[path summary, 6_finish.rpt]
kind | start | to | slack, ns | depth (start not counted)
worst max-delay path | tick | data_reg[0]$_DFFE_PP0P_ | 1.92 | 5
worst max register to register | bit_index[0]$_DFFE_PP0P_ | data_reg[3]$_DFFE_PP0P_ | 2.01 | 6
worst min register to register | state[0]$_DFF_PP1_ | state[0]$_DFF_PP1_ | 0.47 | 2
min in group asynchronous | rst | rx_data[0]$_DFFE_PP0P_ | 0.91 | 3
max in group asynchronous | rst | state[0]$_DFF_PP1_ | 3.01 | 3
worst min-delay path | state[0]$_DFF_PP1_ | state[0]$_DFF_PP1_ | 0.47 | 2
[through the flow]
| stage | util [%] | instances | setup slack, ns |
|---|---|---|---|
| global route | 14.3 | 247 | 1.84 |
| CTS | 14.3 | 247 | 1.95 |
| global placement | 13.6 | 243 | 1.75 |
| finish | 14.3 | 247 | 1.92 |
| floorplan | - | 97 | 2.29 |
| detailed placement | 13.6 | 243 | 1.74 |
[power groups by stage]
stage | Sequential (W) | Clock (W) | Combinational (W)
5_1_grt | 0.000416 | 0.000217 | 0.000367
4_1_cts | 0.000401 | 0.000210 | 0.000331
6_report | 0.000398 | 0.000200 | 0.000329
Power is estimated from default activity; no workload was simulated.
