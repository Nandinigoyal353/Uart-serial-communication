--- ./design.v ---
module uart_tx (
    input clk,
    input rst,
    input tx_start,
    input [7:0] tx_data,
    input tick,
    output reg tx,
    output reg tx_busy
);
    reg [3:0] state;
    reg [3:0] bit_index;
    reg [9:0] shift_reg;
    always @(posedge clk or posedge rst) begin
        if (rst) begin
            state <= 0;
            tx <= 1;
            tx_busy <= 0;
        end else begin
            case(state)
                0: begin
                    tx <= 1;
                    tx_busy <= 0;
                    if (tx_start) begin
                        shift_reg <= {1'b1, tx_data, 1'b0};  
                        bit_index <= 0;
                        tx_busy <= 1;
                        state <= 1;
                    end
                end
                1: begin
                    if (tick) begin
                        tx <= shift_reg[bit_index];
                        bit_index <= bit_index + 1;
                        if (bit_index == 9)
                            state <= 2;
                    end
                end
                2: begin
                    if (tick) begin
                        tx <= 1;
                        tx_busy <= 0;
                        state <= 0;
                    end
                end
            endcase
        end
    end
endmodule
--- ./run.sh ---
#!/bin/bash
# OpenROAD 26Q1-2900-gdf79404cd8, Yosys 0.63+post, stock flow scripts
make -C /OpenROAD-flow-scripts/flow DESIGN_CONFIG=/design/flow/config.mk WORK_HOME=/design/flow/orfs finish
--- ./config.mk ---
export PLATFORM = sky130hd
export DESIGN_NAME = uart_tx
export DESIGN_NICKNAME = uart_tx
export VERILOG_FILES = /design/flow/design.v
export SDC_FILE = /design/flow/constraint.sdc
export NUM_CORES = 4
export LEC_CHECK = 1
export CORE_AREA = 10 10 77 77
export DIE_AREA = 0 0 87 87
--- ./constraint.sdc ---
current_design uart_tx

set clk_period 2.8
set clk_io_pct 0.2

create_clock -name clk0 -period $clk_period [get_ports {clk}]

set non_clock_inputs [all_inputs -no_clocks]
set_input_delay [expr $clk_period * $clk_io_pct] -clock clk0 $non_clock_inputs
set_output_delay [expr $clk_period * $clk_io_pct] -clock clk0 [all_outputs]
==> out/qor.txt <==
RSZ-0062 raised after global routing - no
endpoint class of the critical path - register
worst hold path class - reg -> reg
CORE AREA - 4350 sq um
FP Util - 17.9%
sequential share of power - 54.5%
first-pass GRT wire length - 2280 um
Detail Route Antenna Nets - 0
Critical R2R Launch - bit_index[0]
vias - 486
Yosys chip area - 779 sq um
Setup TNS - 0 ns
synthesized area per cell - 12.8 sq um
Overall Global Routing Usage - 3.68%
CTS Buffer Depth - 2
status - complete, no violations
final setup fails - 0
ant diodes - 0
Final Max Slew Viols - 0
CTS Hold Bufs - 0
worst slew pin tran - 0.662 ns
die y size - 87 um
Log Warnings - 26
Critical path origin - tick
hpwl dp - 1080 um
Yosys warning total - 1
GR Overflow Total - 0
DIE AREA - 7570 sq um
initial antenna violation count - 0
post-synthesis cell area - 779 sq um
largest net degree at the start of global routing - 12
ratio of cells with drive above 1 in the final layout - 9.33%
num ports - 14
synthesized instance count - 61
worst reg2reg path depth - 4
Clock Sinks - 17
crit path kind - in -> reg
Clock power frac - 25.9%
DR top layer - met3
crit-path max FO - 5
post-CTS setup buffer count - 0
worst vdd ir - 313 uV
Row Count - 24
Initial DRT Pass Iterations - 3
worst setup path end - bit_index[1]
r2r setup slk - 1.23 ns
post-synthesis cell type count - 29
metal3 WL - 56 um
DRC - 0
CTS tree - built
Fin. Hold Viols - 0
Registers, synthesis - 17
clock skew - 0.00256 ns
met2 routed WL - 629 um
Top Layout Cells - clkdlybuf4s50_1, edfxtp_1, o21ai_0
Clock Tree Root - clkbuf_8
Clock H-tree levels - 1
Design Power - 0.000669 W
Reg-to-Reg End - tx
# Cells Yosys - 61
FMAX - 0.543 GHz
startpoint types - input pin
sw frac - 25.0%
Commonest Layout Cell - clkdlybuf4s50_1
die width - 87 um
Avg WL per Cell - 10.8 um
Layout Area Growth over Synthesis - 28.4%
Psw - 0.000167 W
Arrival @ worst endpoint - 1.72 ns
fin util - 23.0%
drt via density - 3.83
logic gate share of total power - 19.6%
Synth Seq Share - 62.6%
P_leak - 0.354 nW
Int Power - 0.000502 W
Req. time, crit path - 2.68 ns
Initial DRC Count - 4
Max-Slew Margin vs Limit - 55.7%
Period minus WS final - 1.84 ns
Power Dens Cells - 669 nW/um^2
clk ins delay skew pair - 0.24 ns
vias in the first global route - 474
Max-Cap Viols - 0
number of flip-flops under the largest register name - 8
clock edge transition at the registers on the reported setup and hold paths - 0.06 ns
final wirelength - 1370 um
total CTS buffers - 3
Port-buffer cells - 13
wl on met1 - 684 um
CTS resizes - 0
cycle use final - 65.7%
RePlAce Congestion - 0.913
-- Yosys cell counts --
cell,n,area (sq um)
edfxtp_1,12,360
nor3b_1,1,7.51
buf_6,1,11.3
and2_1,2,12.5
or3_1,1,6.26
a21boi_0,1,7.51
ha_1,2,25.0
nand3b_1,1,7.51
nor2_1,2,7.51
a31oi_1,1,6.26
a21oi_1,2,10.0
o31ai_1,1,7.51
mux2_4,1,15.0
clkbuf_1,2,7.51
mux2i_1,3,30.0
dfstp_2,2,52.6
o2bb2ai_1,1,8.76
xnor2_1,1,8.76
a211oi_1,1,7.51
xor2_1,1,8.76
o211ai_1,1,7.51
and2b_2,1,8.76
a41oi_1,1,8.76
inv_1,4,15.0
nand3_1,2,10.0
dfrtp_1,3,75.1
nand2_1,4,15.0
nor2b_1,1,6.26
o21ai_0,5,25.0
-- power groups by stage --
| stage | Combinational (W) | Clock, W | Sequential, W |
|---|---|---|---|
| global route | 0.000149 | 0.000193 | 0.000374 |
| CTS | 0.000135 | 0.000180 | 0.000366 |
| finish | 0.000131 | 0.000173 | 0.000365 |
-- layout make-up --
cell class | instances | area (sq um)
Fill cell | 441 | 3350
Clock buffer | 4 | 45.0
Sequential cell | 17 | 488
Multi-Input combinational cell | 37 | 258
Inverter | 4 | 15.0
Timing Repair Buffer | 13 | 130
Tap cell | 52 | 65.1
-- how the worst min path moves through the flow --
| stage | startpoint | endpoint | depth (start not counted) |
|---|---|---|---|
| after CTS | tx | tx | 2 |
| after global routing | tx | tx | 2 |
| final | tx | tx | 2 |
-- stage by stage --
step | cells | hold slack [ns] | instance area [sq um] | worst slack (ns)
global placement | 123 | 0.498 | 956 | 0.762
floorplan | 61 | 0.337 | 779 | 1.37
CTS | 127 | 0.518 | 1000 | 0.961
global route | 127 | 0.532 | 1000 | 0.895
finish | 127 | 0.516 | 1000 | 0.960
detailed placement | 123 | 0.502 | 956 | 0.697
-- routing by layer --
layer  GRT usage [%]  vias up
li1                -      249
met1            5.44      229
met2            5.13        8
met3            1.23        0
met4           0.736        0
met5               0        -
-- worst max-delay path, cell delays in order --
cell and delay (ns):
clkdlybuf4s50_1 0.54, inv_1 0.11, a211oi_1 0.51
-- cells by family after synthesis --
logic type,synth area share [%]
adders and majority gates,3.21
xor gates and xnor gates,2.25
DFF,62.6
buffers and inverters,4.33
and+or+nand+nor,10.4
AOI/OAI and AO/OA,11.4
muxes,5.78
Power and IR drop assume default switching activity.
